==> ./design.v <==
`timescale 1ns / 1ps
module counter
(
input clk,
input reset_n,
input [2:0]switch_in,
input [1:0]current_state,
input [15:0] timeout,
output reg [3:0]min_cnt2,
output reg [3:0]min_cnt1,
output reg [2:0]sec_cnt2,
output reg [3:0]sec_cnt1
);
reg [1:0] csbuffer;
reg [1:0] cstrue;
reg [15:0]timebuffer;
reg[9:0] cntk1;
reg[9:0] cntk2;
reg[6:0] cnt125;
reg[9:0] cntk1a;
reg[9:0] cntk2a;
reg[6:0] cnt125a;
reg[3:0]min_cnt2a;
reg[3:0]min_cnt1a;
reg[2:0]sec_cnt2a;
reg[3:0]sec_cnt1a;
reg [2:0]switch_buffer1;
reg [2:0]switch_true;
localparam up_wait = 2'b00;
localparam up_run = 2'b01;
localparam down_wait = 2'b10;
localparam down_run = 2'b11;
reg [1:0] cntd;
always@(posedge clk or negedge reset_n)
begin
    if(!reset_n)begin
        cntd<=0;
    end
	else if (current_state==up_run||current_state==down_run)begin
		cntd<=0;
	end
	else if(switch_true==3'd2) begin
	   cntd<=0;
	end
	else if (switch_true==3'd3)begin
	    if(cntd==3'd3)begin
	       cntd<=0;
	    end
	    else begin
		cntd<=cntd+1;
		end
	end
	else begin
		cntd <= cntd;
	end
end
always@(posedge clk) begin
    switch_buffer1<= switch_in;
end
always@(posedge clk) begin
    if(switch_in==switch_buffer1)begin
        switch_true<=0;
    end
    else begin
        switch_true<=switch_in;
    end
end
always @ (posedge clk) begin
        csbuffer<=current_state;
        timebuffer<= timeout;
        cntk1a<=cntk1;
        cntk2a<=cntk2;
        cnt125a<=cnt125;
        min_cnt2a<=min_cnt2;
        min_cnt1a<=min_cnt1;
        sec_cnt2a<=sec_cnt2;
        sec_cnt1a<=sec_cnt1;
end
always@(posedge clk or negedge reset_n) begin
	if(!reset_n )begin
	   cntk1<=0;
    end
    else begin
        if (cntk1==10'd999) begin
            cntk1 <= 0;
        end
        else begin
            cntk1 <= cntk1+1;
        end
    end
end
always@(posedge clk or negedge reset_n) begin
	if(!reset_n )begin
	   cntk2<=0;
    end
    else begin
        if(cntk1==0&&cntk1a==999)begin
            if (cntk2==10'd999) begin
                cntk2 <= 0;
            end
            else begin
                cntk2 <= cntk2+1;
            end
        end
    end
end
always@(posedge clk or negedge reset_n) begin
	if(!reset_n )begin
	   cnt125<=0;
    end
    else begin
        if(cntk2==0&&cntk2a==999)begin
            if (cnt125==10'd124) begin
                cnt125 <= 0;
            end
            else begin
                cnt125 <= cnt125+1;
            end
        end
    end
end
always@(posedge clk or negedge reset_n) begin
    if (!reset_n) begin
        min_cnt2<=0;
        min_cnt1<=0;
        sec_cnt1<=0;
        sec_cnt2<=0;
    end
    else if((current_state==down_wait&&csbuffer==up_run)||(current_state==down_wait&&csbuffer==up_wait)) begin
        min_cnt2<=0;
        min_cnt1<=0;
        sec_cnt1<=0;
        sec_cnt2<=0;
    end
    else if((current_state==up_wait&&csbuffer==down_run)||(current_state==up_wait&&csbuffer==down_wait)) begin
        min_cnt2<=0;
        min_cnt1<=0;
        sec_cnt1<=0;
        sec_cnt2<=0;
    end
    else if (current_state==up_run) begin
        if(switch_in==2) begin
            min_cnt2<=0;
            min_cnt1<=0;
            sec_cnt1<=0;
            sec_cnt2<=0;
        end
        else if(cnt125==0&&cnt125a==124) begin
            if(sec_cnt1==9)begin
                sec_cnt1<=0;
            end
            else begin
                sec_cnt1<=sec_cnt1+1;
            end
        end
        else begin
            sec_cnt1<=sec_cnt1;
        end
        if(sec_cnt1a==9&&sec_cnt1==0) begin
            if(sec_cnt2==5) begin
                sec_cnt2<=0;
            end
            else begin
                sec_cnt2<= sec_cnt2+1;
            end
        end
        else begin
            sec_cnt2<=sec_cnt2;
        end
        if(sec_cnt2a==5&&sec_cnt2==0) begin
            if(min_cnt1==9) begin
                min_cnt1<=0;
            end
            else begin
                min_cnt1<= min_cnt1+1;
            end
        end
        else begin
            min_cnt1<=min_cnt1;
        end
        if(min_cnt1a==9&&min_cnt1==0) begin
            if(min_cnt2==9) begin
                min_cnt2<=0;
            end
            else begin
                min_cnt2<= min_cnt2+1;
            end
        end
        else begin
            min_cnt2<=min_cnt2;
        end
    end
    else if (current_state==up_wait) begin
        if(switch_in==2) begin
            min_cnt2<=0;
            min_cnt1<=0;
            sec_cnt1<=0;
            sec_cnt2<=0;
        end
        else begin
            min_cnt2<=min_cnt2;
            min_cnt1<=min_cnt1;
            sec_cnt1<=sec_cnt1;
            sec_cnt2<=sec_cnt2;
        end
    end
    else if (current_state==down_run) begin
        if(switch_in==2) begin
            min_cnt2<=4;
            min_cnt1<=4;
            sec_cnt1<=4;
            sec_cnt2<=4;
        end
        else if(cnt125==0&&cnt125a==124) begin
            if(sec_cnt1==0)begin
                sec_cnt1<=9;
            end
            else begin
                sec_cnt1<=sec_cnt1-1;
            end
        end
        else begin
            sec_cnt1<=sec_cnt1;
        end
        if(sec_cnt1a==0&&sec_cnt1==9) begin
            if(sec_cnt2==0) begin
                sec_cnt2<=5;
            end
            else begin
                sec_cnt2<= sec_cnt2-1;
            end
        end
        else begin
            sec_cnt2<=sec_cnt2;
        end
        if(sec_cnt2a==0&&sec_cnt2==5) begin
            if(min_cnt1==0) begin
                min_cnt1<=9;
            end
            else begin
                min_cnt1<= min_cnt1-1;
            end
        end
        else begin
            min_cnt1<=min_cnt1;
        end
        if(min_cnt1a==0&&min_cnt1==9) begin
            if(min_cnt2==0) begin
                min_cnt2<=9;
            end
            else begin
                min_cnt2<= min_cnt2-1;
            end
        end
        else begin
            min_cnt2<=min_cnt2;
        end
    end
    else if (current_state==down_wait)begin
             if(switch_true==3'd2)begin
	             min_cnt2<=0;
                 min_cnt1<=0;
                 sec_cnt1<=0;
                 sec_cnt2<=0;
	             end
	         else if(switch_true==3'd4)begin
			     if (cntd==0)begin
			         if(sec_cnt1==9)begin
			             sec_cnt1<=0;
			         end
			         else begin
			         sec_cnt1<=sec_cnt1+1;
			         end
			    end
			    else if (cntd==1)begin
			         if(sec_cnt2==5)begin
			             sec_cnt2<=0;
			         end
			         else begin
			         sec_cnt2<=sec_cnt2+1;
			         end
			    end
			    else if (cntd==2)begin
			         if(min_cnt1==9)begin
			             min_cnt1<=0;
			         end
			         else begin
			         min_cnt1<=min_cnt1+1;
			         end
			    end
			    else begin
			         if(min_cnt2==9)begin
			             min_cnt2<=0;
			         end
			         else begin
			         min_cnt2<=min_cnt2+1;
			         end
			    end
			end 
			else begin
				if (cntd==0)begin
			         sec_cnt1<= sec_cnt1;
			    end
			    else if (cntd==1)begin
			         sec_cnt2<= sec_cnt2;
			    end
			    else if (cntd==2)begin
			         min_cnt1<= min_cnt1;
			    end
			    else begin
			         min_cnt2<= min_cnt2;
			    end
			end
    end
    else begin
    end
end
endmodule
==> ./run.sh <==
#!/bin/bash
# OpenROAD 26Q1-2900-gdf79404cd8, Yosys 0.63+post, stock flow scripts
make -C /OpenROAD-flow-scripts/flow DESIGN_CONFIG=/design/flow/config.mk WORK_HOME=/design/flow/orfs finish
==> ./config.mk <==
export PLATFORM = sky130hd
export DESIGN_NAME = counter
export DESIGN_NICKNAME = counter
export VERILOG_FILES = /design/flow/design.v
export SDC_FILE = /design/flow/constraint.sdc
export NUM_CORES = 4
export LEC_CHECK = 1
export CORE_UTILIZATION = 50
==> ./constraint.sdc <==
current_design counter

set clk_period 2.2
set clk_io_pct 0.2

create_clock -name clk0 -period $clk_period [get_ports {clk}]

set non_clock_inputs [all_inputs -no_clocks]
set_input_delay [expr $clk_period * $clk_io_pct] -clock clk0 $non_clock_inputs
set_output_delay [expr $clk_period * $clk_io_pct] -clock clk0 [all_outputs]
==> summary.txt <==
From the run reports.

- The growth of design area from synthesis to finish is 22.03%.
- The total die area is 8799 µm².
- The aggregate global routing overflow reads 0.
- The final period demand of the worst path is 2.132 ns.
- The initial standard-cell utilization of the core is 51.55%.
- As reported, the later end of the worst-skew pair has a clock insertion delay of 0.36 ns.
- STA classifies the critical path startpoint as an input port.
- The worst setup path is captured at a register.
- The final setup slack of the worst path is 0.06758 ns.
- Leaving out fill and tap cells, the most frequent cell in the layout is sky130_fd_sc_hd__buf_4.
- The initial antenna violation count is 0.
- The data arrival time of the worst path is 2.37 ns.
- The ratio of cells with drive above 1 in the final layout is 19.96%.
- The HPWL after detailed placement is 6.273 mm.
- Clock tree synthesis selected as its root buffer the cell sky130_fd_sc_hd__clkbuf_8.
- The start of the worst register-to-register path is cntd[0].
- The flip-flop and latch count after synthesis is 89.
- The endpoint required time on the critical path reads 2.44 ns.
- The top cell type by area accounts for 26.13% of the synthesized area.
- The sequential cell area in the final layout is 2002 µm².
- The die height reads 93.81 µm.
- The run finished with clean final reports.
- Hold repair after CTS inserted 0 buffers.
- The pin count of the biggest net entering global routing is 19.
- Per the layout area report, the combinational gate area comes to 2110 µm².
- The number of flops mapped to enable cells by yosys is 0.
- The worst vdd rail ir drop is 0.0004861 V.
- The final count of negative-setup-slack endpoints reads 0.
- For reference, the critical path is launched at current_state[1].
- The violation count after the first detailed-routing iteration is 156.
- The power density over the cells is 894.3 nW/µm².
- The global-route wire length before repair is 14.53 mm.
- According to the report, the first pass of detailed routing completed in 4 iterations.
- Per the placement log, port buffering inserted 21 buffers.
- The standby leakage power is 2.229 nW.
- The final worst-path cycle share reads 96.93%.
- The number of nets still failing antenna checks after routing reads 0.
- The cell count in the Yosys report reads 430.
- The CTS tree is done.
- The floorplan die width is 93.81 µm.
- The CTS buffer count reads 9.
- In the post-route report, total wirelength is listed as 8.616 mm.
- The category of the most critical setup path is input port to register.
- The worst-margin pin slew is 0.4666 ns.
- The tightest min-delay check is of the input port to async pin type.
- The final weighted congestion of routability-driven global placement is 0.8622.
- The async set-reset flop share out of synthesis reads 49.44%.
- The DRC violation count after routing is 0.
- The sequential share of the synthesized area reads 47.51%.
- The final number of hold-violating endpoints reads 0.
- The tool flagged a number of max-cap violations equal to 0.
- The final antenna diode tally reported by the flow is 0.
- Per the final report, max-transition violations number 0.
- In the global route stage, overall resource usage came out at 21.82%.
- The cell taking the most area after synthesis reads sky130_fd_sc_hd__dfrtp_1.
- The site row count is 33.
- The number of levels in the clock H-tree reads 3.
- The synthesis area per yosys is 4214 µm².
- The main area contributors are sky130_fd_sc_hd__dfrtp_1, sky130_fd_sc_hd__dfxtp_1, sky130_fd_sc_hd__ha_1.
- The via count of the first global-routing pass came to 3101.
- The area of the core region is 8175 µm².
- The via count reads 3371.
- Setup repair after global routing left no endpoint under its margin.
- The clock slew seen by the registers of the worst setup and hold paths is 0.10 ns.
- The post-synthesis area per instance reads 9.800 µm².
- The total tool warning count is 54.
- Static timing analysis puts the maximum clock frequency at 469.0 MHz.
- The hold slack is 0.01407 ns.
- The largest fanout on the critical path reads 16.
- The number of distinct standard cells referenced by the synthesized netlist reads 64.
- On the final layout, the worst clock skew is 0.01786 ns.
- The number of placed I/O pins reads 38.
- In the routed layout, each cell is associated on average with a via count of 5.472.
- By instance count after routing, the leading logic cell types are sky130_fd_sc_hd__buf_4, sky130_fd_sc_hd__dfxtp_1, sky130_fd_sc_hd__dfrtp_1, sky130_fd_sc_hd__nor2_1, sky130_fd_sc_hd__nand2_1.
- The predominant post-synthesis flop cell is sky130_fd_sc_hd__dfxtp_1.
- The combined area of all synthesized cells reads 4214 µm².
- The routed wirelength normalized by instance count reads 13.99 µm.
- The TritonCTS sink count reads 89.
- At the placement stage, the worst setup path has a slack of -0.3111 ns.
- The synthesized instance count is 430.
- The clock passes through at most 2 buffers.
- The total of warnings raised by yosys reads 1.
- The worst relative slew slack is 68.89%.
- The final-layout fill cell count is 690.
state kept, by name (all words and copies together), names as in the netlist, 2 cells and up:
register        flops
cntk2a             10
sec_cnt2            3
min_cnt1a           4
min_cnt2            4
sec_cnt1            4
min_cnt1            4
cntk1              10
cntk2              10
cntk1a             10
cntd                2
switch_buffer1      3
switch_true         3
sec_cnt2a           3
cnt125              7
cnt125a             7
sec_cnt1a           4
synthesized netlist by cell type (4+ instances only):
master	instances
sky130_fd_sc_hd__dfxtp_1	45
sky130_fd_sc_hd__dfrtp_1	44
sky130_fd_sc_hd__nor2_1	39
sky130_fd_sc_hd__nand2_1	33
sky130_fd_sc_hd__inv_1	21
sky130_fd_sc_hd__nand3_1	21
sky130_fd_sc_hd__ha_1	20
sky130_fd_sc_hd__o21ai_0	20
sky130_fd_sc_hd__a21oi_1	13
sky130_fd_sc_hd__o31ai_1	12
sky130_fd_sc_hd__clkbuf_1	10
sky130_fd_sc_hd__xnor2_1	10
sky130_fd_sc_hd__nor4_1	7
sky130_fd_sc_hd__and3_1	6
sky130_fd_sc_hd__mux2_2	6
sky130_fd_sc_hd__nand2b_1	6
sky130_fd_sc_hd__nor3_1	6
sky130_fd_sc_hd__nor4b_1	6
sky130_fd_sc_hd__or4_1	6
sky130_fd_sc_hd__xor2_1	6
sky130_fd_sc_hd__a31oi_1	5
sky130_fd_sc_hd__and2_1	5
sky130_fd_sc_hd__nand3b_1	5
sky130_fd_sc_hd__nand4_1	5
sky130_fd_sc_hd__nand4b_1	4
sky130_fd_sc_hd__nor2b_1	4
sky130_fd_sc_hd__o22ai_1	4
logic make-up after synthesis:
family | synth area share [%]
AOI/OAI and AO/OA | 13.63
xor gates and xnor gates | 3.325
adders and majority gates | 5.938
buffers and inverters | 3.266
DFF | 47.51
muxes | 3.028
and+or+nand+nor | 23.31
worst max-delay path: stages:
cell	delay (ns)
sky130_fd_sc_hd__clkdlybuf4s50_1	0.45
sky130_fd_sc_hd__buf_4	0.20
sky130_fd_sc_hd__or4_2	0.67
sky130_fd_sc_hd__o31ai_1	0.13
sky130_fd_sc_hd__nor3_1	0.14
sky130_fd_sc_hd__a221o_1	0.34
cell type report:
cell class,instances,area share [%]
Clock inverter,6,1.168
Inverter,21,1.533
Multi-Input combinational cell,307,41.02
Sequential cell,89,38.93
Timing Repair Buffer,78,12.31
Tap cell,105,2.555
Clock buffer,10,2.482
per-stage QoR:
stage          TNS (ns)  total power, mW  instance area [µm²]  cells  util [%]
6_report              0            4.599                 5142    616     62.90
5_1_grt               0            4.917                 5142    616     62.90
4_1_cts               0            4.629                 5102    615     62.41
3_5_place_dp     -3.182            3.547                 4912    599     60.09
3_3_place_gp     -3.201            3.539                 4912    599     60.09
2_1_floorplan         0            2.910                 4214    430         -
where the power goes:
part,switching [mW],leakage (nW),internal (mW)
Clock,0.619,0.0954,0.441
Combinational,0.686,1.17,0.847
Sequential,0.176,0.961,1.83
Total,1.48,2.23,3.12
per-layer routing:
metal  up-vias  part of all wire (%)  global-route usage, %
li1       1722                     -                      -
met1      1583                    49                  34.17
met2        57                    46                  34.06
met3         9                   4.0                  4.033
met4         0                   1.1                  2.179
met5         -                     0                      0
what timing repair did:
item	in CTS	in global routing
endpoints found under the setup margin	3	16
buffers inserted	0	1
pin swaps	0	3
gates resized	1	9
path summary, 6_finish.rpt:
path / end / slack [ns] / cells after the start
max in group asynchronous: cntk2[4] / 1.59 / 2
min reg2reg: cnt125a[6] / 0.45 / 0
max: sec_cnt1[3] / 0.07 / 6
max reg2reg: min_cnt1[3] / 0.07 / 7
min: cnt125[6] / 0.01 / 1
min in group clk0: cnt125a[6] / 0.45 / 0
Power is estimated from default activity; no workload was simulated.
