==> design/flow/design.v <==
`timescale 1ns / 1ps
module sseg(
input clk,
input reset_n,
input [1:0] current_state,
input[3:0]min_cnt2,
input[3:0]min_cnt1,
input[2:0]sec_cnt2,
input[3:0]sec_cnt1,
input [2:0]switch_in,
output reg [6:0]   seg0,
output reg [6:0]   seg1,
output reg [6:0]   seg2,
output reg [6:0]   seg3
);
localparam up_wait = 2'b00;
localparam up_run = 2'b01;
localparam down_wait = 2'b10;
localparam down_run = 2'b11;
localparam d0 = 4'd0;
localparam d1 = 4'd1;
localparam d2 = 4'd2;
localparam d3 = 4'd3;    
localparam d4 = 4'd4;
localparam d5 = 4'd5;
localparam d6 = 4'd6;
localparam d7 = 4'd7;
localparam d8 = 4'd8;
localparam d9 = 4'd9;
localparam n0 = 7'b011_1111;
localparam n1 = 7'b000_0110;
localparam n2 = 7'b101_1011;
localparam n3 = 7'b100_1111;    
localparam n4 = 7'b110_0110;
localparam n5 = 7'b110_1101;
localparam n6 = 7'b111_1100;
localparam n7 = 7'b010_0111;
localparam n8 = 7'b111_1111;
localparam n9 = 7'b110_1111;
localparam nl = 7'b000_0000;
localparam no = 7'b100_0000;
reg lap_on;
always @(posedge clk or negedge reset_n) begin
    if(!reset_n) begin
        lap_on<=0;
    end
    else if(current_state==up_run||current_state==up_wait) begin
        if(switch_in==3)begin
            lap_on<=~lap_on;
        end
        else begin
            lap_on<=lap_on;
        end
    end
    else begin
        lap_on<=0;
    end
end
always @ (posedge clk or negedge reset_n)begin
    if(!reset_n)begin
        seg0<=no;
        seg1<=no;
        seg2<=no;
        seg3<=no;
    end
    else if(current_state==up_run)begin
        if(lap_on)begin
            if(switch_in==4)begin
                if (sec_cnt1==0)
                    seg0<=n0;
                else if(sec_cnt1==1)
                    seg0<=n1;
                else if(sec_cnt1==2)
                    seg0<=n2;
                else if(sec_cnt1==3)
                    seg0<=n3;
                else if(sec_cnt1==4)
                    seg0<=n4;
                else if(sec_cnt1==5)
                    seg0<=n5;
                else if(sec_cnt1==6)
                    seg0<=n6;
                else if(sec_cnt1==7)
                    seg0<=n7;
                else if(sec_cnt1==8)
                    seg0<=n8;
                else if(sec_cnt1==9)
                    seg0<=n9;
                else
                    seg0<=nl;
                if (sec_cnt2==0)
                    seg1<=n0;
                else if(sec_cnt2==1)
                    seg1<=n1;
                else if(sec_cnt2==2)
                    seg1<=n2;
                else if(sec_cnt2==3)
                    seg1<=n3;
                else if(sec_cnt2==4)
                    seg1<=n4;
                else if(sec_cnt2==5)
                    seg1<=n5;
                else if(sec_cnt2==6)
                    seg1<=n6;
                else if(sec_cnt2==7)
                    seg1<=n7;
                else if(sec_cnt2==8)
                    seg1<=n8;
                else if(sec_cnt2==9)
                    seg1<=n9;
                else
                    seg1<=nl;      
                if (min_cnt1==0)
                    seg2<=n0;
                else if(min_cnt1==1)
                    seg2<=n1;
                else if(min_cnt1==2)
                    seg2<=n2;
                else if(min_cnt1==3)
                    seg2<=n3;
                else if(min_cnt1==4)
                    seg2<=n4;
                else if(min_cnt1==5)
                    seg2<=n5;
                else if(min_cnt1==6)
                    seg2<=n6;
                else if(min_cnt1==7)
                    seg2<=n7;
                else if(min_cnt1==8)
                    seg2<=n8;
                else if(min_cnt1==9)
                    seg2<=n9;
                else
                    seg2<=nl;   
                if (min_cnt2==d0)
                    seg3<=n0;
                else if(min_cnt2==1)
                    seg3<=n1;
                else if(min_cnt2==2)
                    seg3<=n2;
                else if(min_cnt2==3)
                    seg3<=n3;
                else if(min_cnt2==4)
                    seg3<=n4;
                else if(min_cnt2==5)
                    seg3<=n5;
                else if(min_cnt2==6)
                    seg3<=n6;
                else if(min_cnt2==7)
                    seg3<=n7;
                else if(min_cnt2==8)
                    seg3<=n8;
                else if(min_cnt2==9)
                    seg3<=n9;
                else
                    seg3<=nl;     
            end
            else begin
                seg0<=seg0;
                seg1<=seg1;
                seg2<=seg2;
                seg3<=seg3;
            end
        end
        else begin
            if (sec_cnt1==0)
            seg0<=n0;
        else if(sec_cnt1==1)
            seg0<=n1;
        else if(sec_cnt1==2)
            seg0<=n2;
        else if(sec_cnt1==3)
            seg0<=n3;
        else if(sec_cnt1==4)
            seg0<=n4;
        else if(sec_cnt1==5)
            seg0<=n5;
        else if(sec_cnt1==6)
            seg0<=n6;
        else if(sec_cnt1==7)
            seg0<=n7;
        else if(sec_cnt1==8)
            seg0<=n8;
        else if(sec_cnt1==9)
            seg0<=n9;
        else
            seg0<=nl;
        if (sec_cnt2==0)
            seg1<=n0;
        else if(sec_cnt2==1)
            seg1<=n1;
        else if(sec_cnt2==2)
            seg1<=n2;
        else if(sec_cnt2==3)
            seg1<=n3;
        else if(sec_cnt2==4)
            seg1<=n4;
        else if(sec_cnt2==5)
            seg1<=n5;
        else if(sec_cnt2==6)
            seg1<=n6;
        else if(sec_cnt2==7)
            seg1<=n7;
        else if(sec_cnt2==8)
            seg1<=n8;
        else if(sec_cnt2==9)
            seg1<=n9;
        else
            seg1<=nl;      
        if (min_cnt1==0)
            seg2<=n0;
        else if(min_cnt1==1)
            seg2<=n1;
        else if(min_cnt1==2)
            seg2<=n2;
        else if(min_cnt1==3)
            seg2<=n3;
        else if(min_cnt1==4)
            seg2<=n4;
        else if(min_cnt1==5)
            seg2<=n5;
        else if(min_cnt1==6)
            seg2<=n6;
        else if(min_cnt1==7)
            seg2<=n7;
        else if(min_cnt1==8)
            seg2<=n8;
        else if(min_cnt1==9)
            seg2<=n9;
        else
            seg2<=nl;   
        if (min_cnt2==d0)
            seg3<=n0;
        else if(min_cnt2==1)
            seg3<=n1;
        else if(min_cnt2==2)
            seg3<=n2;
        else if(min_cnt2==3)
            seg3<=n3;
        else if(min_cnt2==4)
            seg3<=n4;
        else if(min_cnt2==5)
            seg3<=n5;
        else if(min_cnt2==6)
            seg3<=n6;
        else if(min_cnt2==7)
            seg3<=n7;
        else if(min_cnt2==8)
            seg3<=n8;
        else if(min_cnt2==9)
            seg3<=n9;
        else
            seg3<=nl;
        end
    end
    else begin
        if (sec_cnt1==0)
            seg0<=n0;
        else if(sec_cnt1==1)
            seg0<=n1;
        else if(sec_cnt1==2)
            seg0<=n2;
        else if(sec_cnt1==3)
            seg0<=n3;
        else if(sec_cnt1==4)
            seg0<=n4;
        else if(sec_cnt1==5)
            seg0<=n5;
        else if(sec_cnt1==6)
            seg0<=n6;
        else if(sec_cnt1==7)
            seg0<=n7;
        else if(sec_cnt1==8)
            seg0<=n8;
        else if(sec_cnt1==9)
            seg0<=n9;
        else
            seg0<=nl;
        if (sec_cnt2==0)
            seg1<=n0;
        else if(sec_cnt2==1)
            seg1<=n1;
        else if(sec_cnt2==2)
            seg1<=n2;
        else if(sec_cnt2==3)
            seg1<=n3;
        else if(sec_cnt2==4)
            seg1<=n4;
        else if(sec_cnt2==5)
            seg1<=n5;
        else if(sec_cnt2==6)
            seg1<=n6;
        else if(sec_cnt2==7)
            seg1<=n7;
        else if(sec_cnt2==8)
            seg1<=n8;
        else if(sec_cnt2==9)
            seg1<=n9;
        else
            seg1<=nl;      
        if (min_cnt1==0)
            seg2<=n0;
        else if(min_cnt1==1)
            seg2<=n1;
        else if(min_cnt1==2)
            seg2<=n2;
        else if(min_cnt1==3)
            seg2<=n3;
        else if(min_cnt1==4)
            seg2<=n4;
        else if(min_cnt1==5)
            seg2<=n5;
        else if(min_cnt1==6)
            seg2<=n6;
        else if(min_cnt1==7)
            seg2<=n7;
        else if(min_cnt1==8)
            seg2<=n8;
        else if(min_cnt1==9)
            seg2<=n9;
        else
            seg2<=nl;   
        if (min_cnt2==d0)
            seg3<=n0;
        else if(min_cnt2==1)
            seg3<=n1;
        else if(min_cnt2==2)
            seg3<=n2;
        else if(min_cnt2==3)
            seg3<=n3;
        else if(min_cnt2==4)
            seg3<=n4;
        else if(min_cnt2==5)
            seg3<=n5;
        else if(min_cnt2==6)
            seg3<=n6;
        else if(min_cnt2==7)
            seg3<=n7;
        else if(min_cnt2==8)
            seg3<=n8;
        else if(min_cnt2==9)
            seg3<=n9;
        else
            seg3<=nl;                                                           
    end
end
endmodule
==> design/flow/run.sh <==
#!/bin/bash
# OpenROAD 26Q1-2900-gdf79404cd8, Yosys 0.63+post, stock flow scripts
make -C /OpenROAD-flow-scripts/flow DESIGN_CONFIG=/design/flow/config.mk WORK_HOME=/design/flow/orfs finish
==> design/flow/config.mk <==
export PLATFORM = sky130hd
export DESIGN_NAME = sseg
export DESIGN_NICKNAME = sseg
export VERILOG_FILES = /design/flow/design.v
export SDC_FILE = /design/flow/constraint.sdc
export NUM_CORES = 4
export LEC_CHECK = 1
export CORE_UTILIZATION = 40
==> design/flow/constraint.sdc <==
current_design sseg

set clk_period 2.8
set clk_io_pct 0.2

create_clock -name clk0 -period $clk_period [get_ports {clk}]

set non_clock_inputs [all_inputs -no_clocks]
set_input_delay [expr $clk_period * $clk_io_pct] -clock clk0 $non_clock_inputs
set_output_delay [expr $clk_period * $clk_io_pct] -clock clk0 [all_outputs]
==> impl_metrics.json <==
{
  "numCtsBuffers": 5,
  "yosysTopAreaCell": "dfrtp_1",
  "ys_cells": 167,
  "synth_cells": 167,
  "crit_path_end_kind": "register",
  "status": "completed",
  "ys_async_sr_fraction": 1.00,
  "num_rows": 22,
  "slew_violations": 0,
  "die_h_um": 65.5,
  "cts_tree": "done",
  "worst_ep_arrival_time_ns": 2.28,
  "flop_cell": "dfrtp_1",
  "grt_max_degree": 30,
  "worst_ir_drop_vdd_mv": 0.268,
  "ant_nets": 0,
  "worstMarginPinSlew_ns": 0.413,
  "cp_data_required_time_ns": 2.96,
  "drv_cap": 0,
  "cts.sinks": 29,
  "ctsHoldBuffers": 0,
  "min_period_ns": 2.12,
  "crit_path_max_fanout": 19,
  "finish.instance_area_um2": 2200,
  "combPwrFrac": 0.203,
  "cts-root-buf": "clkbuf_8",
  "chipWidth_um": 65.5,
  "avgViaCountPerCell": 5.40,
  "antenna_found_initial": 0,
  "routed_wl_um": 3510,
  "clk_pin_slew_worst_paths_ns": 0.06,
  "vias": 1403,
  "synth.distinct_cells": 33,
  "coreArea_um2": 3770,
  "wl_per_cell_um": 13.5,
  "clock.fmax_ghz": 0.471,
  "synthTopCellsByArea": "dfrtp_1, mux2_2, dfstp_2, nand3_1, o21ai_0",
  "place.gp.congestion": 0.792,
  "worstPathCellList": "clkdlybuf4s50_1, and3b_1, and2_1, buf_4, mux2_2",
  "insertion_delay_ns": 0.27,
  "utilization": 0.583,
  "yosysTopAreaCellShare": 0.388,
  "cts_max_level": 2,
  "ys_ff": 29,
  "setup_ws_ns": 0.679,
  "dp_worst_setup_slack_ns": 0.405,
  "grt_pass1_vias": 1347,
  "crit_path_max_incr_delay_ns": 0.41,
  "clockPowerShare": 0.321,
  "swShare": 0.240,
  "edf_count": 0,
  "min_period_over_period": 0.758,
  "leakage_nw": 0.835,
  "critPathBufInv": 2,
  "fin_cells": 260,
  "p_switching_uw": 242,
  "skew_ns": 0.00386,
  "path_delay_family": "buffers and inverters",
  "layout-area-overhead-vs-synth_pct": 36.2,
  "tns_ns": 0,
  "hold_viol_final": 0,
  "worstSetupPathType": "in2reg",
  "portBuffers": 49,
  "drc": 0,
  "syn_avg_cell_area_um2": 9.66,
  "min_path_type": "reg2reg",
  "grt_pass1_wl_um": 6240,
  "power_density_nw_per_um2": 459,
  "cts_setup_buffers": 0,
  "postPlaceCellArea_um2": 2120,
  "diodes": 0,
  "ctsLongestPathBuffers": 2,
  "log.warning_count": 25,
  "grt_usage": 0.192,
  "crit_path_start_kind": "input port",
  "fp_util": 0.428,
  "overflow": 0,
  "relSlewSlack": 0.724,
  "dr.pass1.iters": 4,
  "rsz0062_at_grt": "no",
  "drive_gt1_frac": 0.127,
  "p_seq_frac": 0.476,
  "synth_area_um2": 1610,
  "io_pins": 50,
  "yosys_area_um2": 1610,
  "setup_viol": 0,
  "synth_seq_share": 0.453,
  "yosysWarnings": 1,
  "dpl.cell_count": 252,
  "p_int_uw": 766,
  "die_area_um2": 4290,
  "crit_slowest_cell": "clkdlybuf4s50_1",
  "dp_hpwl_um": 2370,
  "cts.repair.resized": 0,
  "first_iter_violations": 67
}
## through the flow
step | total power [mW] | hold WS [ns]
2_1_floorplan | 0.562 | 0.264
6_report | 1.01 | 0.486
4_1_cts | 1.02 | 0.492
3_5_place_dp | 0.693 | 0.483
5_1_grt | 1.08 | 0.510
3_3_place_gp | 0.692 | 0.486
## area by class of cell
cell class	instances	area [um^2]
fill	316	1570
multi-input combinational	116	783
sequential	29	731
timing repair buffer	53	520
clock buffer	8	80.1
tap	48	60.1
inverter	6	22.5
## metal layers
layer	global-route usage	part of all wire	vias to the layer above
met5	0	0	-
met4	0.0245	0.013	0
met3	0.0475	0.057	5
met2	0.287	0.43	38
met1	0.301	0.50	662
li1	-	-	698
## final timing paths
| kind | start | endpoint | slack (ns) | cells past startpoint |
|---|---|---|---|---|
| setup / recovery | current_state[1] | seg0[1]$_DFFE_PN0P_ | 0.68 | 5 |
| hold / removal | seg1[6]$_DFFE_PN1P_ | seg1[6]$_DFFE_PN1P_ | 0.49 | 2 |
| setup reg to reg | lap_on$_DFFE_PN0P_ | seg0[1]$_DFFE_PN0P_ | 1.07 | 4 |
| hold reg to reg | seg1[6]$_DFFE_PN1P_ | seg1[6]$_DFFE_PN1P_ | 0.49 | 2 |
| max in group asynchronous | reset_n | seg3[6]$_DFFE_PN1P_ | 1.81 | 2 |
| min in group asynchronous | reset_n | seg1[5]$_DFFE_PN0P_ | 0.67 | 2 |
## cells by family (layout without fill, tap and decap cells)
logic type,count (synthesis),count (layout),synth area share
muxes,12,12,0.0838
DFF,29,29,0.453
buffers and inverters,22,67,0.0613
AOI/OAI and AO/OA,55,55,0.233
and+or+nand+nor,47,47,0.158
xor gates and xnor gates,2,2,0.0109
## synthesized netlist by cell type, types with 6 or more instances
library cell	number
dfrtp_1	25
nor2_1	7
a21oi_1	9
clkbuf_1	12
inv_1	6
and2_1	6
nand3_1	18
nand2b_1	6
o21ai_0	16
mux2_2	12
o31ai_1	10
## registers in the layout, indices dropped and copies added, names as in the netlist
signal and flops:
seg0 7, seg2 7, seg3 7, seg1 7, lap_on 1
## power by group through the flow
stage         Combinational, mW  Sequential (mW)  Clock [mW]
CTS                       0.208            0.481       0.335
global route              0.230            0.485       0.362
finish                    0.204            0.480       0.324
## cells in the final DEF (no fill, tap or decap), types with 2 or more instances in the layout
cell / instances
a21boi_0: 4
o22ai_1: 3
a21oi_1: 9
o2bb2ai_1: 3
clkbuf_1: 3
o21a_1: 2
clkdlybuf4s50_1: 49
nor2_1: 7
nand3_1: 18
nor3_1: 2
buf_4: 4
o41ai_2: 2
nand2b_1: 6
o21ai_0: 16
mux2_2: 12
dfrtp_1: 25
inv_1: 6
dfstp_2: 4
and2_1: 6
o311ai_0: 3
clkbuf_8: 5
o31ai_1: 10
nand3b_1: 2
nand2_1: 2
## worst reg2reg max path, delay by kind of cell (launching register included)
| kind | cells | cell delay, ns |
|---|---|---|
| buffers and inverters | 1 | 0.33 |
| DFF | 1 | 0.35 |
| muxes | 1 | 0.36 |
| and+or+nand+nor | 2 | 0.56 |
Power figures rest on the tool's default switching activity, not on a simulated workload.
