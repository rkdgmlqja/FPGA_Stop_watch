`design/flow/constraint.sdc`:
```
current_design state_machine

set clk_period 3.1
set clk_io_pct 0.2

create_clock -name clk0 -period $clk_period [get_ports {clk}]

set non_clock_inputs [all_inputs -no_clocks]
set_input_delay [expr $clk_period * $clk_io_pct] -clock clk0 $non_clock_inputs
set_output_delay [expr $clk_period * $clk_io_pct] -clock clk0 [all_outputs]
```
`design/flow/design.v`:
```
`timescale 1ns / 1ps
module state_machine
(
input clk,
input reset_n,
input [2:0]switch_in,
input mode,
output reg [1:0] current_state,
output reg [15:0] timeout,
output reg [1:0] cnt
);
reg [2:0]switch_buffer1;
reg [2:0]switch_true;
localparam up_wait = 2'b00;
localparam up_run = 2'b01;
localparam down_wait = 2'b10;
localparam down_run = 2'b11;
reg [1:0] next_state;
always@(posedge clk) begin
    switch_buffer1<= switch_in;
end
always@(posedge clk) begin
    if(switch_in==switch_buffer1)begin
        switch_true<=0;
    end
    else begin
        switch_true<=switch_in;
    end
end
always@(posedge clk or negedge reset_n) 
begin
	if (!reset_n) begin
		current_state <= up_wait;
	end
	else begin
		current_state <= next_state;
	end
end
always@(*)
begin
	case(current_state)
	up_wait : if(mode==0)begin
	       next_state = down_wait;
	   end
	   else if(switch_true==3'd01) begin
			next_state = up_run;
	   end
	   else begin
			next_state = up_wait;
	   end
	up_run : if(mode==0)begin
	       next_state = down_wait;
	   end 
	   else if(switch_true==3'd01||switch_true==3'd02) begin
			next_state = up_wait;
	   end
	   else begin
			next_state = up_run;
	   end
	down_wait : if(mode==1) begin
	       next_state=up_wait;
	   end
	   else if (switch_true==3'd01) begin
			next_state = down_run;
	   end
	   else begin
			next_state = down_wait;
	   end
	down_run :if(mode==1)begin
	       next_state = up_wait;
	   end 
	   else if(switch_true==3'd01||switch_true==3'd02) begin
			next_state = down_wait;
	   end
	   else begin
			next_state = down_run;
	   end
	endcase
end
always@(posedge clk or negedge reset_n)
begin
    if(!reset_n)begin
        cnt<=0;
    end
	else if (current_state==up_run||current_state==down_run)begin
		cnt<=0;
	end
	else if(switch_true==3'd2) begin
	   cnt<=0;
	end
	else if (switch_true==3'd3)begin
	    if(cnt==3'd3)begin
	       cnt<=0;
	    end
	    else begin
		cnt<=cnt+1;
		end
	end
	else begin
		cnt <= cnt;
	end
end
always@(posedge clk)
begin
	if(current_state==down_wait)begin
	        if(switch_true==4'd2)begin
	           timeout[15:0] <= 16'b0000_0000_0000_0000;
	        end
			else if(switch_true==4'd4)begin
			    if (cnt==0)begin
			         if(timeout[15:12]==9)begin
			             timeout[15:12]<=0;
			         end
			         else begin
			         timeout[15:12]<=timeout[15:12]+1;
			         end
			    end
			    else if (cnt==1)begin
			         if(timeout[11:8]==9)begin
			             timeout[11:8]<=0;
			         end
			         else begin
			         timeout[11:8]<=timeout[11:8]+1;
			         end
			    end
			    else if (cnt==2)begin
			         if(timeout[7:4]==9)begin
			             timeout[7:4]<=0;
			         end
			         else begin
			         timeout[7:4]<=timeout[7:4]+1;
			         end
			    end
			    else begin
			         if(timeout[3:0]==9)begin
			             timeout[3:0]<=0;
			         end
			         else begin
			         timeout[3:0]<=timeout[3:0]+1;
			         end
			    end
			end
			else begin
				if (cnt==0)begin
			         timeout[15:12]<= timeout[15:12];
			    end
			    else if (cnt==1)begin
			         timeout[11:8]<= timeout[11:8];
			    end
			    else if (cnt==2)begin
			         timeout[7:4]<= timeout[7:4];
			    end
			    else begin
			         timeout[3:0]<= timeout[3:0];
			    end
			end
	end
	else if (current_state==down_run)begin
	   if(switch_true==4'd2) begin
	       timeout[15:0] <= 16'b0000_0000_0000_0000;
	   end
	   else begin
	       timeout[15:0] <= timeout[15:0];
	   end
	end
	else begin
	timeout[15:0] <= 16'b0000_0000_0000_0000; 
	end
end
endmodule
```
`design/flow/config.mk`:
```
export PLATFORM = sky130hd
export DESIGN_NAME = state_machine
export DESIGN_NICKNAME = state_machine
export VERILOG_FILES = /design/flow/design.v
export SDC_FILE = /design/flow/constraint.sdc
export NUM_CORES = 4
export LEC_CHECK = 1
export CORE_UTILIZATION = 30
```
`design/flow/run.sh`:
```
#!/bin/bash
# OpenROAD 26Q1-2900-gdf79404cd8, Yosys 0.63+post, stock flow scripts
make -C /OpenROAD-flow-scripts/flow DESIGN_CONFIG=/design/flow/config.mk WORK_HOME=/design/flow/orfs finish
```
==> results.txt <==
Implementation status.

- The run finished with clean final reports.
- The overall overflow remaining after global route is 0.
- Yosys reported a register bit count of 26.
- The placeable core area is 0.004414 sq mm.
- Hold is met by 0.5617 ns.
- From left edge to right edge, the die measures 70.26 microns.
- In this run the tightest slew margin relative to its limit is 66.68%.
- Looking at the worst setup and hold paths, the clock pins of their registers show a slew of 0.08 ns.
- The number of setup buffers added after CTS is 0.
- The number of hold buffers added after cts is 0.
- Derived from the worst setup path, the maximum achievable clock frequency is 540.8 MHz.
- The worst reg2reg path startpoint is cnt[0]$_DFFE_PN0P_.
- The maximum fanout encountered on the critical timing path is 5.
- The fraction of the mapped netlist area in simple logic gates is 22.29%.
- The maximum number of pins on one net before global-route repair is 17.
- The max-slew violation count is 0.
- The weighted congestion reported at the end of routability-driven placement is 0.7402.
- The register cell area after layout is 700.7 sq um.
- The synthesized netlist was found by Yosys to have 130 cells.
- The number of detailed-route iterations in the first pass is 4.
- In this run the full chip footprint comes out at 0.004936 sq mm.
- The worst setup path is of the reg -> out kind.
- The type of the tightest min-delay check is reg -> reg.
- Along the worst hold path, the cell count comes to 1.
- The overall track demand over capacity in global routing is 10.53%.
- The mean instance size in the synthesized netlist is 10.75 sq um.
- The H-tree depth is 1.
- Among logic cells in the layout, the one with the most instances is clkdlybuf4s50_1.
- The number of buffers and inverters on the critical path is 1.
- After the first detailed-routing iteration, the DRC count stood at 36.
- Across the routed clock network, the largest skew measured is 0.001300 ns.
- The sequential area share after synthesis is 50.13%.
- The fraction of synthesized area in multiplexers is 1.432%.
- Setup repair after global routing left no endpoint under its margin.
- The top-level port count is 26.
- Warnings reported by Yosys during synthesis add up to 1.
- Subtracting the final worst setup slack from the clock period gives 1.849 ns.
- The worst setup path is captured at an output port.
- The max-capacitance violation count is 0.
- TritonCTS built the clock tree.
- By instance count after routing, the leading logic cell types are clkdlybuf4s50_1, edfxtp_1, ha_1.
- The first global-routing pass estimated 4126 microns of wire.
- The mapped netlist covers 0.001398 sq mm.
- The cell count after synthesis is 130.
- For the final routed database, the setup TNS stands at 0 ns.
- The end of the worst hold path is cnt[1]$_DFFE_PN0P_.
- The number of cell rows is 24.
- The detailed router reported a total wirelength of 2359 microns.
- The buffer levels on the longest clock path is 2.
- The setup violation total in the final timing report is 0.
- Once the clock tree was built, the resizer swapped 0 gates to a different size.
- The AND-OR/OR-AND share of the synthesized area is 9.042%.
- After detailed routing, the average wire length per cell comes to 11.29 microns.
- The routed layout reports a DRC error count of 0.
- The signal on the critical path passes through clkdlybuf4s50_1.
- The number of antenna violations at the first check in global routing was 0.
- The synthesized netlist devotes 2.507% of its cell area to XOR and XNOR gates.
- The fraction of layout instances using a drive strength above 1 is 6.369%.
- The quantity of I/O buffers inserted on ports is 25.
- The end of the worst register-to-register path is timeout[14]$_SDFFCE_PP0P_.
- At the worst endpoint, the required time is 2.48 ns.
- The cell-mix breakdown from Yosys lists the adder-cell area share as 10.74%.
- Once the floorplan was initialized, standard cells occupied 31.66% of the core.
- The signed area change from the synthesized netlist to the final layout is 24.62%.
- The count of nets left with antenna violations once routing finished came out at 0.
- The area recorded from the Yosys report for this design is 0.001398 sq mm.
- The number of distinct library cells after synthesis is 31.
- The source-to-sink clock delay at the later pin of the worst-skew pair is 0.26 ns.
- The number of sinks handled by clock tree synthesis is 26.
- In the final layout, the multi-input gates occupy 643.1 sq um.
- The chip height is 70.26 microns.
- In the final report, the number of hold violations comes to 0.
- The total power consumption of the routed design is 0.0008659 W.
- The logs give a warning total of 32.
- The longest incremental delay of any stage on the critical path is reported as 0.50 ns.
- The detail-routed via count per cell is 4.938.
- The startpoint kind of the worst setup timing path is a flop.
- In this run the VDD rail shows a maximum IR drop of 0.4681 mV.
- The data arrival time of the worst path is 1.23 ns.
- The share of the clock period used by the worst path is 59.65%.
- The number of cell instances on the worst register-to-register path is 4.
- The number of global-route vias before repair is 970.
- Setup slack on the worst reg-to-reg path comes out at 1.52 ns.
- Detailed placement finished with a half-perimeter wire length of 1845 microns.
- The transition at the pin with the smallest max-transition slack is 0.4945 ns.
- The family of cells with the greatest summed delay on the critical path is buffers and inverters.
- The clock root buffer master is clkbuf_8.
- Clock tree synthesis inserted a total of 3 buffers.
- The power density over cell area is 497.1 mW/mm^2.
- The count of inserted antenna diode cells is 0.
- The routed layout has 1,032 vias.
- Among the non-sequential cells, simple AND/OR/NAND/NOR gates take the most area.
- The analysis attributes to cell leakage a power of 0.6651 nW.
- The start point of the worst hold path is current_state[0]$_DFF_PN0_.
- The largest individual stage delay along the critical path comes from the cell clkdlybuf4s50_1.
- Per the layout report, the design carries 408 filler cells.
[worst max path at each step]
stage / start / endpoint / cells after the start
after CTS: current_state[1]$_DFF_PN0_ / current_state[1] / 1
after global routing: current_state[1]$_DFF_PN0_ / current_state[1] / 1
final: current_state[1]$_DFF_PN0_ / current_state[1] / 1
[per-stage QoR]
step	setup WS, ns	cells	cell area [sq um]	utilization, %
after floorplan	1.671	130	1398	-
after global placement	1.464	205	1697	38.44
after detailed placement	1.423	205	1697	38.44
after CTS	1.226	209	1742	39.46
after global routing	1.163	209	1742	39.46
final	1.251	209	1742	39.46
[sequential cells by signal, summed over array words and instances (netlist names)]
signal and count:
switch_buffer1 3, timeout 16, cnt 2, switch_true 3, current_state 2
[layout make-up]
class	count	area share [%]
Inverter	10	2.155
Tap cell	52	3.736
Timing Repair Buffer	25	14.37
Clock buffer	3	2.371
Sequential cell	26	40.23
Clock inverter	1	0.2155
Multi-Input combinational cell	92	36.93
[synthesized netlist by cell type, drive strengths merged]
library cell / n / area share (%)
nand4b: 3 / 1.9
ha: 12 / 11
edfxtp: 16 / 34
nand2b: 4 / 2.3
and2: 3 / 1.3
a31oi: 5 / 2.2
dfxtp: 6 / 8.6
nand3: 8 / 2.9
or2: 1 / 0.45
mux2i: 2 / 1.4
xnor2: 4 / 2.5
nand2: 9 / 2.4
nand3b: 3 / 1.6
or3b: 3 / 1.9
a21o: 2 / 1.1
inv: 10 / 2.7
buf: 2 / 1.2
a21oi: 7 / 2.5
and3: 1 / 0.54
a31o: 1 / 0.63
nor3: 8 / 2.9
nand4: 1 / 0.45
and3b: 1 / 0.63
o21ai: 3 / 1.1
nor2: 9 / 2.4
dfrtp: 4 / 7.2
o211ai: 1 / 1.5
and2b: 1 / 0.63
[power by group]
part,total [W],internal [W],switching [W]
Clock,0.000180,0.0000884,0.0000921
Sequential,0.000479,0.000421,0.0000579
Combinational,0.000207,0.000126,0.0000802
[metal layers]
layer	GRT usage (%)	vias up	wire length, microns
met5	0	-	0
met4	1.333	0	24
met3	3.358	2	141
met2	18.31	29	1131
met1	13.43	486	1061
li1	-	515	-
[cells by family (layout without fill, tap and decap cells)]
family,Yosys count,in the layout
XOR/XNOR,4,4
buffers and inverters,12,39
flip-flops,26,26
AND-OR/OR-AND,19,19
AND/OR/NAND/NOR,55,55
adder cells (fa/ha/maj),12,12
multiplexers,2,2
Power figures rest on the tool's default switching activity, not on a simulated workload.
